==> flow/design.v <==
`timescale 1ns / 1ps
module muxer(
    input clock,
    input reset,
    input [3:0] fourth,
    input [3:0] third,
    input [3:0] second,
    input [3:0] first,
    output a_m,
    output b_m,
    output c_m,
    output d_m,
    output e_m,
    output f_m,
    output g_m,
    output dp_m,
    output [3:0] an_m
    );
localparam N = 18;
reg [N-1:0]count;  
always @ (posedge clock or posedge reset)
 begin
  if (reset)
   count <= 0;
  else
   count <= count + 1;
 end
reg [3:0]sseg;  
reg [3:0]an_temp;  
reg reg_dp;
always @ (*)
 begin
  case(count[N-1:N-2])  
   2'b00 :
    begin
     sseg = first;
     an_temp = 4'b1110;
     reg_dp = 1'b1;
    end
   2'b01:
    begin
     sseg = second;
     an_temp = 4'b1101;
     reg_dp = 1'b1;
    end
   2'b10:
    begin
     sseg = third;
     an_temp = 4'b1011;
     reg_dp = 1'b1;
    end
   2'b11:
    begin
     sseg = fourth;
     an_temp = 4'b0111;
     reg_dp = 1'b0;
    end
  endcase
 end
assign an_m = an_temp;
reg [6:0] sseg_temp;
always @ (*)
 begin
  case(sseg)
   4'd0 : sseg_temp = 7'b1000000;  
   4'd1 : sseg_temp = 7'b1111001;  
   4'd2 : sseg_temp = 7'b0100100;  
   4'd3 : sseg_temp = 7'b0110000;  
   4'd4 : sseg_temp = 7'b0011001;  
   4'd5 : sseg_temp = 7'b0010010;  
   4'd6 : sseg_temp = 7'b0000010;  
   4'd7 : sseg_temp = 7'b1111000;  
   4'd8 : sseg_temp = 7'b0000000;  
   4'd9 : sseg_temp = 7'b0010000;  
   4'd10 : sseg_temp = 7'b0111111;  
   4'd11 : sseg_temp = 7'b0111111;  
   default : sseg_temp = 7'b0111111;  
  endcase
 end
assign {g_m, f_m, e_m, d_m, c_m, b_m, a_m} = sseg_temp;
assign dp_m = reg_dp;
endmodule
==> flow/run.sh <==
#!/bin/bash
# OpenROAD 26Q1-2900-gdf79404cd8, Yosys 0.63+post, stock flow scripts
make -C /OpenROAD-flow-scripts/flow DESIGN_CONFIG=/design/flow/config.mk WORK_HOME=/design/flow/orfs finish
==> flow/config.mk <==
export PLATFORM = sky130hd
export DESIGN_NAME = muxer
export DESIGN_NICKNAME = muxer
export VERILOG_FILES = /design/flow/design.v
export SDC_FILE = /design/flow/constraint.sdc
export NUM_CORES = 4
export LEC_CHECK = 1
export CORE_AREA = 10 10 109 109
export DIE_AREA = 0 0 119 119
==> flow/constraint.sdc <==
current_design muxer

set clk_period 2.6
set clk_io_pct 0.2

create_clock -name clk0 -period $clk_period [get_ports {clock}]

set non_clock_inputs [all_inputs -no_clocks]
set_input_delay [expr $clk_period * $clk_io_pct] -clock clk0 $non_clock_inputs
set_output_delay [expr $clk_period * $clk_io_pct] -clock clk0 [all_outputs]
==> out/notes.md <==
Summed over all layers, the global routing overflow is 0. STA classifies the critical path endpoint as an output pin. STA classifies the critical path startpoint as an input pin.

The logs give 98 for the gate count after technology mapping and 868 for the routed via count. The floorplan step defined a die boundary enclosing 0.0142 mm2. Looking at area per cell type in the netlist, the leader is sky130_fd_sc_hd__dfrtp_1. Broken down by cell family, the worst path's largest delay share belongs to buffers and inverters. Total non-filler cell area in the finished layout: 0.00168 mm2. The largest individual stage delay along the critical path comes from the cell sky130_fd_sc_hd__mux4_2.

Number of endpoints with negative hold slack in the final report: 0. The CTS log lists the clock sinks for this run as 18. The run gives 3 for the highest net fanout along the worst path. The flow ran to the end, and the final reports show no timing, DRC or antenna violations. The script extracted a total leakage power of 0.726 nW.

The run gives 0 for the cts-stage hold buffer count. The run gives 30 as the number of top-level design ports. The type of the worst setup path is input pin to output pin. The number of buffer and inverter instances along the worst setup path was 4.

Looking at the worst setup and hold paths, the clock pins of their registers show a slew of 0.07 ns. Placed cell area: 0.00155 mm2. The registers reported with the highest flop counts are count x18. The later pin in the worst-skew pair is clocked with a latency of 0.25 ns.

The die span in x was 119 um; the maximum level of the CTS H-tree was 1. The tools report the sequential-to-total area share from yosys stat as 0.431. In the synthesized netlist, the cells that appear most often are 18 x sky130_fd_sc_hd__dfrtp_1, 13 x sky130_fd_sc_hd__nand2_1, 11 x sky130_fd_sc_hd__xnor2_1. The run gives 352 mW/mm2 for the power per cell area. The root buffer cell was sky130_fd_sc_hd__clkbuf_8. For this run, the leading register cell type out of synthesis is sky130_fd_sc_hd__dfrtp_1. For this run the detailed placement stage logged an HPWL of 1930 um. Largest register by flop count: count. The run gives 2.05 ns for the arrival time at the worst endpoint. Final-report max-slew violation count: 0. After floorplanning, the core was divided into 36 placement rows. With the final worst-path cycle share at 0.990, the count of library flops with an enable pin is 0. Detailed-route iteration 0 reported a violation count of 44. The DRC violation total left in the routed layout is recorded as 0. In the hold report, the worst path ends at count[12]. The tools report the footprint of the flip-flops and latches as 452 um2.

The run gives 2530 um as the final wirelength. In this run the tool buffered the top-level ports with 29 buffer cells. The run gives 0.00102 ns as the maximum clock skew at final layout.

Synthesized area divided by synthesized cell count: 10.7 um2. The post-synth area from yosys stat came out at 0.00104 mm2. Logic depth along the worst register-to-register path is recorded as 4. Across all hold checks on the routed design, the worst slack comes to 0.466 ns. The fraction of synthesized cell area taken by the top area cell type works out to 0.431. The buffer levels on the longest clock path came out at 2. Setup repair after global routing could not meet its margin everywhere.

TritonCTS built the clock tree. For the starting utilization of the core area, the log shows 0.108. The proportion of layout cells with a drive suffix above 1 came out at 0.322. The final antenna diode tally reported by the flow is 0. Relative max-transition margin: 0.550. The transition at the pin with the smallest max-transition slack works out to 0.675 ns. By area the synthesized netlist is led by sky130_fd_sc_hd__dfrtp_1 43%, sky130_fd_sc_hd__xnor2_1 9.2%, sky130_fd_sc_hd__mux4_2 8.6%. Per the layout report, the design carries 1082 filler cells. The maximum vdd ir drop was 0.171 mV.

The completed layout was analyzed and its total power is 0.000593 W. The endpoint identified for the worst register-to-register timing path is count[17]. The number of logged tool warnings is 28. With the count of warnings emitted by yosys at 1, the combined global-route utilization of all metal layers is 0.0376. The timing report shows the most common cell along the critical path to be sky130_fd_sc_hd__buf_6. The area overhead of the layout relative to synthesis works out to 61.1%.

The overall die height was 119 um; the combinational cell area excluding buffers and inverters was 606 um2. For this run, the top clock speed supported by timing is 389 MHz. The post-synthesis instance area is 0.00104 mm2. At the end of routability-driven placement, the weighted congestion stood at 0.819. Across the run, the number of max-cap violations was 0. In this run the most critical hold path is launched from count[12]. The run gives 1 for the worst hold path stage count. For flop-to-flop paths, the worst setup slack is 1.13 ns. Required time at the worst-slack endpoint: 2.08 ns. Using the TritonRoute via totals, the vias-per-cell ratio works out to 3.14.

The total setup violations reported at the end of the flow was 0. The worst hold path class was flop to flop. The number of synthesized register bits is 18.

By instance count, the leading cell after synthesis is sky130_fd_sc_hd__dfrtp_1. After floorplanning, the core was sized to cover 0.00964 mm2. The count of nets left with antenna violations once routing finished came out at 0. The via count of the first global-routing pass was 883. The longest incremental delay of any stage on the critical path is reported as 0.53 ns.

Traced cell by cell, the critical path runs through clkdlybuf4s50_1, mux4_2, buf_6, nand2b_4, mux2_4, buf_6, o21ai_2, buf_2. Detailed-routing iteration count for the pre-antenna-repair pass: 3. Critical register-to-register path startpoint: count[2]. The run gives 19 for the pin count of the biggest net entering global routing. The run gives 29 for the count of different cell masters after synthesis. Counting the buffers created by CTS gives 3. The register with the most flip-flops in the layout has 18 of them. The fraction of synthesis flops using an asynchronous set or reset pin is 1.00, and the number of antenna violations at the first check in global routing is 0.

In the Yosys report the total cell count is 98. The minimum clock period after layout is 2.57 ns. In the final routed layout, each cell accounts on average for 9.16 um.

For the wire length of the first global-routing pass, the log shows 4530 um.
[area by class of cell]
cell class / instances / share of cell area
multi-input cells: 71 / 0.360
inverters: 6 / 0.0149
clock buffers: 4 / 0.0327
repair buffers: 44 / 0.225
well taps: 133 / 0.0989
flip-flops and latches: 18 / 0.268
[power by group]
group | switching, W | internal (W)
Sequential | 0 | 0.000280
Clock | 0.0000883 | 0.000134
Combinational | 0.0000365 | 0.0000537
Total | 0.000125 | 0.000468
[metrics by stage]
stage               utilization  setup slack [ns]  setup TNS [ns]  instances
finish                    0.175            0.0260               0        276
global route              0.175           -0.0364         -0.0364        276
CTS                       0.174           0.00417               0        276
detailed placement        0.160            -0.408           -2.34        266
global placement          0.160            -0.394           -2.33        266
floorplan                     -             0.522               0         98
[layer usage]
layer  track usage  vias to the layer above  share of wire
li1              -                      423              -
met5             0                        -              0
met4       0.00153                        0         0.0032
met2        0.0477                       32           0.35
met1        0.0607                      411           0.57
met3        0.0139                        2          0.077
[kinds of logic after synthesis]
kind of cell / synth area share
compound gates: 0.0359
mux: 0.101
flops: 0.431
buf+inv: 0.0443
simple gates: 0.206
xor+xnor: 0.134
fa+ha+maj: 0.0479
[timing repair]
item	in CTS	in global routing
endpoints found under the setup margin	7	5
buffers inserted	6	0
pin swaps	9	2
resized	48	7
[worst register-to-register path: cells and delay by family (launching register included)]
family / cells / cell delay (ns)
xor+xnor: 1 / 0.16
flops: 1 / 0.41
simple gates: 3 / 0.84
[how the worst max path moves through the flow]
| stage | cells past startpoint | start | end | slack [ns] |
|---|---|---|---|---|
| after CTS | 8 | third[0] | d_m | 0.004 |
| after global routing | 7 | count[16] | d_m | -0.04 |
| final | 8 | third[0] | d_m | 0.03 |
[layout by cell type (no fill, tap or decap), types with 2 or more instances in the layout]
cell                              instances
sky130_fd_sc_hd__a21oi_1                  2
sky130_fd_sc_hd__and3_1                   3
sky130_fd_sc_hd__and4_1                   2
sky130_fd_sc_hd__buf_2                    4
sky130_fd_sc_hd__buf_4                    8
sky130_fd_sc_hd__buf_6                    7
sky130_fd_sc_hd__clkbuf_2                 3
sky130_fd_sc_hd__clkbuf_8                 4
sky130_fd_sc_hd__clkdlybuf4s50_1         10
sky130_fd_sc_hd__dfrtp_1                 17
sky130_fd_sc_hd__dlygate4sd2_1           12
sky130_fd_sc_hd__ha_4                     3
sky130_fd_sc_hd__inv_1                    3
sky130_fd_sc_hd__inv_2                    2
sky130_fd_sc_hd__mux4_2                   4
sky130_fd_sc_hd__nand2_1                 11
sky130_fd_sc_hd__nand2_2                  2
sky130_fd_sc_hd__nand2b_1                 2
sky130_fd_sc_hd__nand3_1                  5
sky130_fd_sc_hd__nand4_1                  4
sky130_fd_sc_hd__nor2_1                   3
sky130_fd_sc_hd__xnor2_1                 11
sky130_fd_sc_hd__xor2_1                   5
Power figures rest on the tool's default switching activity, not on a simulated workload.
